## flow/run.sh

```bash
#!/bin/bash
# OpenROAD 26Q1-2900-gdf79404cd8, Yosys 0.63+post, stock flow scripts
make -C /OpenROAD-flow-scripts/flow DESIGN_CONFIG=/design/flow/config.mk WORK_HOME=/design/flow/orfs finish
```

## flow/config.mk

```make
export PLATFORM = sky130hd
export DESIGN_NAME = ps
export DESIGN_NICKNAME = ps
export VERILOG_FILES = /design/flow/design.v
export SDC_FILE = /design/flow/constraint.sdc
export NUM_CORES = 4
export LEC_CHECK = 1
export CORE_AREA = 10 10 70 70
export DIE_AREA = 0 0 80 80
```

## flow/constraint.sdc

```tcl
current_design ps

set clk_period 2.1
set clk_io_pct 0.2

create_clock -name clk0 -period $clk_period

set non_clock_inputs [all_inputs -no_clocks]
set_input_delay [expr $clk_period * $clk_io_pct] -clock clk0 $non_clock_inputs
set_output_delay [expr $clk_period * $clk_io_pct] -clock clk0 [all_outputs]
```

## flow/design.v

```verilog
module ps (req, en, gnt, req_up);
parameter NUM_BITS = 8;
  input  [NUM_BITS-1:0] req;
  input                 en;
  output [NUM_BITS-1:0] gnt;
  output                req_up;
  wire   [NUM_BITS-2:0] req_ups;
  wire   [NUM_BITS-2:0] enables;
  assign req_up = req_ups[NUM_BITS-2];
  assign enables[NUM_BITS-2] = en;
  genvar i,j;
  generate
    if ( NUM_BITS == 2 )
    begin
      ps2 single (.req(req),.en(en),.gnt(gnt),.req_up(req_up));
    end
    else
    begin
      for(i=0;i<NUM_BITS/2;i=i+1)
      begin : foo
        ps2 base ( .req(req[2*i+1:2*i]),
                   .en(enables[i]),
                   .gnt(gnt[2*i+1:2*i]),
                   .req_up(req_ups[i])
        );
      end
      for(j=NUM_BITS/2;j<=NUM_BITS-2;j=j+1)
      begin : bar
        ps2 top ( .req(req_ups[2*j-NUM_BITS+1:2*j-NUM_BITS]),
                  .en(enables[j]),
                  .gnt(enables[2*j-NUM_BITS+1:2*j-NUM_BITS]),
                  .req_up(req_ups[j])
        );
      end
    end
  endgenerate
endmodule
module ps2(req, en, gnt, req_up);
  input     [1:0] req;
  input           en;
  output    [1:0] gnt;
  output          req_up;
  assign gnt[1] = en & req[1];
  assign gnt[0] = en & req[0] & !req[1];
  assign req_up = req[1] | req[0];
endmodule
```

==> run notes <==
yosys + openroad results -> overall routed net length=751 um, Simple-Gate Area Share=between 90% and 100%, core area=about 3400 um^2, routed len/inst=between 9 and 10 um, Final setup viols=0, Slew Viols, Final=0, fill count=approximately 400, mux share=0%, vias in the first global route=approximately 210, data required time of the critical path=about 1.7 ns, clock buffer count in the final layout=0, Seq cells=0, fraction of layout cells with a size suffix above 1=between 30% and 40%, Synth-to-Final Area Change=246%, endpoint type of the worst setup path=primary output, Mapped Cells=14, Synth cell types=11, Mapped Avg Cell Area=roughly 7.6 um^2, Fmax=just under 500 MHz, post-layout util=around 11%, Routability Congestion=approximately 0.7, synth warn=0, comb area leader=simple AND/OR/NAND/NOR gates, first-pass GRT wire length=~1100 um, final total power=about 36 uW, ANT nets after route=0, DR vias=around 210, Sw Share=39.8%, XORs/XNORs by Area=0%, Die Wd=around 80 um, Adder Area Share=0%, Combinational Power Share=100.0%, fp_density=~3.1%, WS Path Type=in2out, Global Route Usage Sum=2.19%, Net Switching=between 10 and 15 uW, HP Class=in2out, RSZ-0062 raised after global routing=no, Critical Path AT=about 1.6 ns, Complex Gates by Area=0%, largest net degree at the start of global routing=9, number of cells in Yosys stat=14, DRC Markers=0, cycle use final=97.1%, Initial DRC Count=3, count of tool warnings=32, Ant. Diodes=0, final hold violations=0, Power Dens Cells=about 98 nW/um^2, clock share of power=0%, Period minus WS final=between 2 and 2.5 ns, Slew @ Worst Pin=just under 0.3 ns, register area=0 um^2, status=complete, no violations, Die Area=around 6400 um^2, max_slew headroom=80.0%, CP Max Fanout=5, Top Ports=18, hold_buf cts=0, gr ovfl total=0, FP Rows=21, Yosys chip area=between 100 and 150 um^2, sequential power share=0%, via/cell ratio=around 2.5, Post-CTS Setup Bufs=0, IO buf count=18, sequential fraction of the synthesis area=0%, initial antenna violation count=0, Startpoint Class=primary input, Post-Syn Area=around 110 um^2, die height=80 um, worst vdd rail ir drop=roughly 0.014 mV, iteration tally of the first detailed-router pass=4, Leak=approximately 0.00018 uW, max_cap viols=0, Int Power=between 20 and 25 uW
==> synth_stat cells <==
cell	count	area (um^2)
and2_1	1	6.26
and3_2	1	7.51
and3b_1	1	8.76
and4_1	2	17.5
and4b_1	1	10.0
nand2_1	2	7.51
nand3b_1	1	7.51
nor2_1	1	3.75
nor3_1	2	10.0
nor4_1	1	6.26
nor4_4	1	21.3
==> kinds of logic (layout without fill, tap and decap cells) <==
group                  Yosys count  in the layout
buffers and inverters            0             22
and+or+nand+nor                 14             14
==> per-layer routing <==
layer,GRT usage (%),vias to the layer above,share of wire (%)
met2,3.29,15,38
met3,1.59,0,24
met5,0,-,0
li1,-,102,-
met1,2.64,90,38
met4,0,0,0
==> critical path: stages <==
cell and delay [ns]:
dlygate4sd2_1 0.27, nor4_4 0.22, and4_1 0.25, clkdlybuf4s50_1 0.46
==> final timing paths <==
kind / from / to / slack, ns / depth (start not counted)
min: req[7] / gnt[4] / 1.27 / 3
max: req[5] / gnt[0] / 0.06 / 4
==> power groups by stage <==
stage	Sequential (uW)	Clock (uW)	Combinational (uW)
CTS	0	0	37.9
global route	0	0	40.2
finish	0	0	36.0
==> cell type report <==
type               count  area (um^2)  area share, %
multi-input cells     14          118           32.0
well taps             46         57.6           15.6
repair buffers        22          193           52.4
==> placed cells by master (no fill, tap or decap) <==
cell / count
nor4_4: 1
buf_4: 4
nand3b_1: 1
nor4_2: 1
buf_2: 3
nand2_1: 2
dlygate4sd2_1: 6
nor3_2: 1
nor2_1: 1
and4_1: 2
dlymetal6s2s_1: 2
and3_2: 1
clkdlybuf4s50_1: 7
and3b_1: 1
nor3_1: 1
and4b_1: 1
and2_1: 1
==> stage by stage <==
stage                     hold WS (ns)  cell area, um^2  worst slack, ns  setup TNS (ns)  instances
final                             1.27              368           0.0600               0         82
after detailed placement          1.81              374           -0.300           -1.66         82
after global routing              1.30              368          0.00240               0         82
after global placement            1.82              374           -0.269           -1.48         82
after CTS                         1.29              375           0.0125               0         82
after floorplan                  0.855              106            0.780               0         14
==> timing repair <==
item / CTS / global route
pin swaps: 4 / 2
endpoints found under the setup margin: 9 / 4
resized: 18 / 4
No activity file was given, so power comes from the tool's default toggle rates.

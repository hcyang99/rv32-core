**design.v**
```verilog
module mult #(parameter XLEN = 32, parameter NUM_STAGE = 4) (
				input clock, reset,
				input start,
				input [1:0] sign,
				input [XLEN-1:0] mcand, mplier,
				output [(2*XLEN)-1:0] product,
				output done
			);
	logic [(2*XLEN)-1:0] mcand_out, mplier_out, mcand_in, mplier_in;
	logic [NUM_STAGE:0][2*XLEN-1:0] internal_mcands, internal_mpliers;
	logic [NUM_STAGE:0][2*XLEN-1:0] internal_products;
	logic [NUM_STAGE:0] internal_dones;
	assign mcand_in  = sign[0] ? {{XLEN{mcand[XLEN-1]}}, mcand}   : {{XLEN{1'b0}}, mcand} ;
	assign mplier_in = sign[1] ? {{XLEN{mplier[XLEN-1]}}, mplier} : {{XLEN{1'b0}}, mplier};
	assign internal_mcands[0]   = mcand_in;
	assign internal_mpliers[0]  = mplier_in;
	assign internal_products[0] = 'h0;
	assign internal_dones[0]    = start;
	assign done    = internal_dones[NUM_STAGE];
	assign product = internal_products[NUM_STAGE];
	genvar i;
	for (i = 0; i < NUM_STAGE; ++i) begin : mstage
		mult_stage #(.XLEN(XLEN), .NUM_STAGE(NUM_STAGE)) ms (
			.clock(clock),
			.reset(reset),
			.product_in(internal_products[i]),
			.mplier_in(internal_mpliers[i]),
			.mcand_in(internal_mcands[i]),
			.start(internal_dones[i]),
			.product_out(internal_products[i+1]),
			.mplier_out(internal_mpliers[i+1]),
			.mcand_out(internal_mcands[i+1]),
			.done(internal_dones[i+1])
		);
	end
endmodule
module mult_stage #(parameter XLEN = 32, parameter NUM_STAGE = 4) (
					input clock, reset, start,
					input [(2*XLEN)-1:0] mplier_in, mcand_in,
					input [(2*XLEN)-1:0] product_in,
					output logic done,
					output logic [(2*XLEN)-1:0] mplier_out, mcand_out,
					output logic [(2*XLEN)-1:0] product_out
				);
	parameter NUM_BITS = (2*XLEN)/NUM_STAGE;
	logic [(2*XLEN)-1:0] prod_in_reg, partial_prod, next_partial_product, partial_prod_unsigned;
	logic [(2*XLEN)-1:0] next_mplier, next_mcand;
	assign product_out = prod_in_reg + partial_prod;
	assign next_partial_product = mplier_in[(NUM_BITS-1):0] * mcand_in;
	assign next_mplier = {{(NUM_BITS){1'b0}},mplier_in[2*XLEN-1:(NUM_BITS)]};
	assign next_mcand  = {mcand_in[(2*XLEN-1-NUM_BITS):0],{(NUM_BITS){1'b0}}};
	always_ff @(posedge clock) begin
		prod_in_reg      <= product_in;
		partial_prod     <= next_partial_product;
		mplier_out       <= next_mplier;
		mcand_out        <= next_mcand;
	end
	always_ff @(posedge clock) begin
		if(reset) begin
			done     <= 1'b0;
		end else begin
			done     <= start;
		end
	end
endmodule
```
**config.mk**
```make
export PLATFORM = sky130hd
export DESIGN_NAME = mult
export DESIGN_NICKNAME = mult
export VERILOG_FILES = /design/flow/design.v
export SDC_FILE = /design/flow/constraint.sdc
export NUM_CORES = 4
export LEC_CHECK = 1
export CORE_UTILIZATION = 50
```
**constraint.sdc**
```tcl
current_design mult

set clk_period 16.3
set clk_io_pct 0.2

create_clock -name clk0 -period $clk_period [get_ports {clock}]

set non_clock_inputs [all_inputs -no_clocks]
set_input_delay [expr $clk_period * $clk_io_pct] -clock clk0 $non_clock_inputs
set_output_delay [expr $clk_period * $clk_io_pct] -clock clk0 [all_outputs]
```
**run.sh**
```bash
#!/bin/bash
# OpenROAD 26Q1-2900-gdf79404cd8, Yosys 0.63+post, stock flow scripts
make -C /OpenROAD-flow-scripts/flow DESIGN_CONFIG=/design/flow/config.mk WORK_HOME=/design/flow/orfs finish
```
==> run summary <==
The synthesis and place-and-route flow finished, so here is a summary.

The flow ran to the end, and the final reports show no timing, DRC or antenna violations. The most frequently used cell type in the post-synthesis netlist is sky130_fd_sc_hd__inv_1. The final estimated routing congestion in global placement is 0.9420. The number of global-route vias before repair is 41,786. The count of maximum capacitance violations is 0. The post-synthesis instance area came out at between 50,000 and 60,000 um^2. The unique cell type count in the Yosys netlist came out at around 93.

The number of port buffers is about 130. The floorplan has 123 rows. The number of slew-limit violations in the final report is 0. The share of the Yosys chip area taken by registers is 0.1597. The placed cell area came out at 59,750 um^2.

The clock latency at the later pin of the worst-skew pair came out at 0.66 ns. The transition time recorded at the tightest slew-check pin is 0.8925 ns. Counting every sink on the clock net gives around 460.

In the final layout, the share of cells above drive strength 1 is 0.03718. The data arrival time of the worst path came out at 10.52 ns. The commonest cells after synthesis are sky130_fd_sc_hd__inv_1, sky130_fd_sc_hd__fa_1, sky130_fd_sc_hd__nand2_1.

For this run, the leading register cell type out of synthesis is sky130_fd_sc_hd__dfxtp_1. The clock tree from TritonCTS is built. Headroom to the max-slew limit came out at 0.4032. The finished cells cover 61,670 um^2. Summing over the stages, the warning tally comes to 26. For this run, the final setup violation count is recorded as 0. The total detailed-routing wirelength came out at 140.4 mm. Based on the critical path, the design can be clocked at up to approximately 100 MHz. The residual antenna-violating net count after detailed routing is 0. For this sky-water flow run, the detailed-routed wirelength per cell is reported as 18.71 um.

In the global route stage, overall resource usage came out at 0.2748. Synthesis produced around 6,000 cells. The script logs the ratio of routed vias to standard cells as 5.104. The tree is rooted in a sky130_fd_sc_hd__clkbuf_16. The number of flip-flops in the largest register is 192.

Across the routed clock network, the largest skew measured is between 0.02 and 0.03 ns. The detailed-route DRC error count came out at 0. The final-report hold violation count came out at 0. Entering global routing, the biggest net connects 35 pins. Relative to the synthesized area, the layout overhead comes to 7.865%.

The number of buffers inserted for hold repair after clock tree synthesis came out at 0. The top-level port count is 134. Max fanout on the critical path was recorded as 21. Setup repair after global routing left no endpoint under its margin.

The number of antenna violations at the first check in global routing is 2. The final cycle utilization of the critical path is 0.6131. The sum of negative setup slack came out at 0 ns. Per the Yosys statistics, synthesis produced a little under 6,000 cells. For this block, the initial DRC count from the detailed router was 1,316.

Per the detail_route report, the via count comes to between 30,000 and 40,000. The sum of overflow across all layers after global routing came out at 0. Looking at the worst setup and hold paths, the clock pins of their registers show a slew of 0.07 ns. The largest buffer count on any clock path is 3. The time the final worst path needs with I/O delays and setup came out at 9.993 ns. In this run the worst hold path is classified as register to register. Counting flops with an async set or reset pin after synthesis yields a share of 0. The synthesized area per cell came out at between 9 and 10 um^2. Per the TritonCTS log, the buffer count is 56. Of all cell types, the one taking the most synthesized area is sky130_fd_sc_hd__fa_1. Counting flops and latches in the post-synthesis netlist gives 456.

The die span in y came out at 340.2 um. The synthesis report lists the most area-consuming cells as sky130_fd_sc_hd__fa_1, sky130_fd_sc_hd__dfxtp_1, sky130_fd_sc_hd__inv_1, sky130_fd_sc_hd__ha_1, sky130_fd_sc_hd__nand2_1. The fraction of synthesized cell area taken by the top area cell type is 0.4268. In this run the post-CTS setup repair buffer count came out at 0.

The OpenROAD report gives the critical path a required time of 16.82 ns. STA classifies the critical path endpoint as a register. The number of warnings issued by yosys is 1. The floorplan die area is about 120,000 um^2. The chip width is 340.2 um. The global-route wire length before repair came out at 228.6 mm. The count of flip-flops with a built-in enable after synthesis came out at 0. The number of iterations in the first detailed-routing pass is 5. In the setup report, the worst path falls into the class primary input to register. The yosys-reported design area after synthesis came out at approximately 57,000 um^2. After legalization and detailed placement, the total HPWL measured 111.8 mm. STA classifies the critical path startpoint as a primary input. Looking at the clock tree report, the H-tree level count equals 2. The number of gates resized after CTS is 0. The initial core utilization is 0.5062.

According to the floorplan report, the placeable core area is roughly 110,000 um^2.
[cell type report]
type / instances / area [um^2]
Antenna cell: 3 / 7.507
Clock buffer: 69 / 1520
Clock inverter: 34 / 395.4
Fill cell: 10067 / 51290
Inverter: 1290 / 4842
Multi-Input combinational cell: 3933 / 41950
Sequential cell: 456 / 9129
Tap cell: 1500 / 1877
Timing Repair Buffer: 216 / 1954
[final timing paths]
| kind | from | end | slack [ns] | depth (start not counted) |
|---|---|---|---|---|
| max | mcand[31] | mstage[0].ms.partial_prod[57]$_DFF_P_ | 6.31 | 22 |
| min | mstage[0].ms.partial_prod[51]$_DFF_P_ | mstage[1].ms.prod_in_reg[51]$_DFF_P_ | 0.30 | 0 |
| max reg2reg | mstage[0].ms.mplier_out[1]$_DFF_P_ | mstage[1].ms.partial_prod[59]$_DFF_P_ | 8.78 | 24 |
| min reg2reg | mstage[0].ms.partial_prod[51]$_DFF_P_ | mstage[1].ms.prod_in_reg[51]$_DFF_P_ | 0.30 | 0 |
[per-stage QoR]
step	instances	hold WS [ns]	utilization	setup WS [ns]
3_5_place_dp	7395	0.3121	0.5290	5.693
4_1_cts	7498	0.3137	0.5459	6.356
3_3_place_gp	7395	0.3095	0.5290	5.725
2_1_floorplan	5934	0.3096	-	6.985
6_report	7501	0.3040	0.5460	6.307
5_1_grt	7498	0.3258	0.5459	5.943
[metal layers]
layer  global-route usage  vias to the layer above  share of wire
li1                     -                    17769              -
met1               0.3963                    19091           0.41
met2               0.4152                     1268           0.46
met3               0.1196                      160           0.11
met4              0.04858                        0          0.020
met5                    0                        -              0
[cells by family after synthesis]
logic type	Yosys count	share of synthesized area
mux	4	0.0007221
simple gates	1540	0.1282
buf+inv	1545	0.1067
compound gates	614	0.07180
fa+ha+maj	1539	0.4968
xor+xnor	236	0.03615
flops	456	0.1597
[worst max-delay path: stages]
cell	delay (ns)
sky130_fd_sc_hd__clkdlybuf4s50_1	0.45
sky130_fd_sc_hd__buf_4	0.23
sky130_fd_sc_hd__and2_0	0.60
sky130_fd_sc_hd__nand2_1	0.20
sky130_fd_sc_hd__inv_1	0.15
sky130_fd_sc_hd__fa_1	0.45
sky130_fd_sc_hd__fa_1	0.58
sky130_fd_sc_hd__fa_1	0.45
sky130_fd_sc_hd__fa_1	0.56
sky130_fd_sc_hd__fa_1	0.43
sky130_fd_sc_hd__fa_1	0.44
sky130_fd_sc_hd__ha_1	0.45
sky130_fd_sc_hd__nand2_1	0.10
sky130_fd_sc_hd__o21ai_0	0.40
sky130_fd_sc_hd__a21o_1	0.15
sky130_fd_sc_hd__o31a_1	0.15
sky130_fd_sc_hd__o21ai_2	0.12
sky130_fd_sc_hd__o41ai_4	0.42
sky130_fd_sc_hd__a211oi_2	0.19
sky130_fd_sc_hd__o311ai_2	0.34
sky130_fd_sc_hd__nand2_1	0.18
sky130_fd_sc_hd__a21o_1	0.21
[placed cells by master, fill, tap and decap left out, types with 109 or more instances in the layout]
cell | netlist | layout
sky130_fd_sc_hd__fa_1 | 1219 | 1219
sky130_fd_sc_hd__nor2_1 | 109 | 109
sky130_fd_sc_hd__dfxtp_1 | 456 | 456
sky130_fd_sc_hd__and2_1 | 408 | 408
sky130_fd_sc_hd__clkdlybuf4s50_1 | 0 | 133
sky130_fd_sc_hd__a21oi_1 | 183 | 183
sky130_fd_sc_hd__nand2_1 | 801 | 801
sky130_fd_sc_hd__inv_1 | 1290 | 1290
sky130_fd_sc_hd__ha_1 | 320 | 320
sky130_fd_sc_hd__o21ai_0 | 109 | 109
sky130_fd_sc_hd__xnor2_1 | 178 | 178
